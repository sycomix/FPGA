--- ./run.sh ---
#!/bin/bash
# OpenROAD 26Q1-2900-gdf79404cd8, Yosys 0.63+post, stock flow scripts
make -C /OpenROAD-flow-scripts/flow DESIGN_CONFIG=/design/flow/config.mk WORK_HOME=/design/flow/orfs finish
--- ./config.mk ---
export PLATFORM = sky130hd
export DESIGN_NAME = functional_unit
export DESIGN_NICKNAME = functional_unit
export VERILOG_FILES = /design/flow/design.v
export SDC_FILE = /design/flow/constraint.sdc
export NUM_CORES = 4
export LEC_CHECK = 1
export CORE_UTILIZATION = 30
--- ./constraint.sdc ---
current_design functional_unit

set clk_period 3.5
set clk_io_pct 0.2

create_clock -name clk0 -period $clk_period [get_ports {clk}]

set non_clock_inputs [all_inputs -no_clocks]
set_input_delay [expr $clk_period * $clk_io_pct] -clock clk0 $non_clock_inputs
set_output_delay [expr $clk_period * $clk_io_pct] -clock clk0 [all_outputs]
--- ./design.v ---
module functional_unit
(
    input            clk         
,   input            TLR         
,   input      [3:0] X           
,   output     [3:0] Yin         
);
reg [3:0] state;
localparam STATE_0 = 4'b0000; 
localparam STATE_1 = 4'b0001; 
localparam STATE_2 = 4'b0010; 
localparam STATE_3 = 4'b0011;
localparam STATE_4 = 4'b0100;
localparam STATE_5 = 4'b0101;
localparam STATE_6 = 4'b0110;
localparam STATE_7 = 4'b0111;
localparam STATE_8 = 4'b1000;
localparam STATE_9 = 4'b1001;
localparam STATE_A = 4'b1010;
localparam STATE_B = 4'b1011;
localparam STATE_C = 4'b1100;
localparam STATE_D = 4'b1101;
localparam STATE_E = 4'b1110;
localparam STATE_F = 4'b1111;
always @ (negedge clk) begin
    if (TLR) begin
        state <= STATE_0;
    end else begin
        case(state)
            STATE_0: begin
                if ( X == 4'b0010 )                 state <= STATE_1;
                if ( {X[3], X[2], X[0]} == 3'b100 ) state <= STATE_6;
                if ( X == 4'b1111 )                 state <= STATE_D;
            end
            STATE_1: begin
                if ( {X[3], X[2]} == 2'b01 )        state <= STATE_0;
                if ( {X[3], X[2], X[1]} == 3'b101 ) state <= STATE_3;
                if ( X == 4'b0010 )                 state <= STATE_B;
            end
            STATE_2: begin
                if ( X == 4'b1011 )                 state <= STATE_1;
                if ( X == 4'b1111 )                 state <= STATE_6;
                if ( {X[3], X[2]} == 2'b00 )        state <= STATE_9;
                if ( X == 4'b1100 )                 state <= STATE_E;
            end
            STATE_3: begin
                if ( X == 4'b1110 )                 state <= STATE_2;
                if ( X == 4'b1010 )                 state <= STATE_4;
                if ( X == 4'b0110 )                 state <= STATE_D;
            end
            STATE_4: begin
                if ( X == 4'b1111 )                 state <= STATE_1;
                if ( X == 4'b0001 )                 state <= STATE_7;
                if ( X == 4'b1110 )                 state <= STATE_9;
                if ( {X[3], X[2], X[0]} == 3'b011 ) state <= STATE_C;
            end
            STATE_5: begin
                if ( X == 4'b1100 )                 state <= STATE_0;
                if ( X == 4'b0011 )                 state <= STATE_2;
                if ( X == 4'b1111 )                 state <= STATE_4;
                if ( X == 4'b0010 )                 state <= STATE_8;
                if ( X == 4'b1101 )                 state <= STATE_D;
            end
            STATE_6: begin
                if ( X == 4'b0000 )                 state <= STATE_2;
                if ( X == 4'b0001 )                 state <= STATE_5;
                if ( {X[3], X[2], X[1]} == 3'b001 ) state <= STATE_9;
                if ( {X[3], X[2], X[1]} == 3'b111 ) state <= STATE_C;
            end
            STATE_7: begin
                if ( X == 4'b0000 )                 state <= STATE_0;
                if ( {X[3], X[2], X[0]} == 3'b110 ) state <= STATE_2;
                if ( X == 4'b0101 )                 state <= STATE_5;
                if ( X == 4'b0011 )                 state <= STATE_A;
                if ( {X[3], X[2], X[0]} == 3'b111 ) state <= STATE_9;
            end
            STATE_8: begin
                if ( {X[3], X[2], X[1]} == 3'b110 ) state <= STATE_3;
                if ( {X[3], X[2], X[0]} == 3'b001 ) state <= STATE_7;
                if ( X == 4'b1111 )                 state <= STATE_B;
            end
            STATE_9: begin
                if ( X == 4'b0000 )                 state <= STATE_4;
                if ( X == 4'b0001 )                 state <= STATE_7;
                if ( X == 4'b1110 )                 state <= STATE_C;
                if ( X == 4'b1011 )                 state <= STATE_E;
            end
            STATE_A: begin
                if ( X == 4'b0011 )                 state <= STATE_2;
                if ( X == 4'b1111 )                 state <= STATE_5;
                if ( X == 4'b1010 )                 state <= STATE_8;
                if ( X == 4'b0001 )                 state <= STATE_D;
            end
            STATE_B: begin
                if ( X == 4'b1010 )                 state <= STATE_1;
                if ( {X[3], X[2], X[1]} == 3'b110 ) state <= STATE_8;
                if ( X == 4'b1110 )                 state <= STATE_C;
                if ( X == 4'b1001 )                 state <= STATE_E;
            end
            STATE_C: begin
                if ( X == 4'b1110 )                 state <= STATE_2;
                if ( X == 4'b1001 )                 state <= STATE_6;
                if ( {X[3], X[2], X[1]} == 3'b101 ) state <= STATE_9;
                if ( X == 4'b0010 )                 state <= STATE_E;
            end
            STATE_D: begin
                if ( X == 4'b0101 )                 state <= STATE_1;
                if ( X == 4'b1001 )                 state <= STATE_2;
                if ( {X[1], X[0]} == 2'b10 )        state <= STATE_5;
                if ( X == 4'b1111 )                 state <= STATE_9;
            end
            STATE_E: begin
                if ( X == 4'b1111 )                 state <= STATE_1;
                if ( {X[2], X[1], X[0]} == 3'b101 ) state <= STATE_4;               
                if ( X == 4'b1100 )                 state <= STATE_7;
            end
            STATE_F: begin
                if ( X == 4'b1100 )                 state <= STATE_3;
                if ( X == 4'b1010 )                 state <= STATE_7;               
                if ( X == 4'b0000 )                 state <= STATE_A;
                if ( {X[3], X[2]} == 2'b01 )        state <= STATE_C;
            end
            default:                                state <= STATE_0;
        endcase
    end
end
assign Yin = state;
endmodule
==> Changelog: implementation <==
### Physical design

* Max_cap viols at 0
* TNS Setup at -1.54 ns
* Mux area share at 0.0116
* Max FO, Critical Path at 6
* Layout cell share with drive strength beyond 1 at 0.454
* Crit path buffers/inverters at 3
* Die ar. at about 6400 um^2
* Met2 WL post-DR at roughly 3.5 mm
* Most used cell, CP: buf_4
* Vias in the first global route at roughly 2400
* Clk_skew at slightly above 0.006 ns
* Drt first pass iters at 5
* XOR-XNOR Cells, Area Fraction at 0.00477
* Die Height at approximately 80 um
* Main flop type: dfxtp_1
* Setup CP Type: in -> reg
* Post-synth seq share at 0.0437
* Ys cells at ~260
* Total design power at approximately 1.3 mW
* Clock buffer depth at 2
* Number of enable flip-flop cells at 0
* Row count at 28
* Clock latency on the worst-skew pair at about 0.29 ns
* Final Wtd Congestion at 0.974
* Hold Violations, Final at 0
* Min Hold Slack at between 0.7 and 0.8 ns
* Max incr delay on CP at ~0.36 ns
* CP Data Arrival Time at about 2.3 ns
* Measured slew at the worst slew-check pin at roughly 0.6 ns
* Req. time, crit path at 1.90 ns
* Ant. Diodes at 0
* Synthesized area per cell at around 7 um^2
* Drt total wl at 8.19 mm
* Final setup violation count at 4
* Flops & latches, synth at 4
* Init Core Util at 0.310
* Violated checks: setup timing
* IO Count at 10
* GRT Overall Usage at 0.270
* Worst setup margin at -0.397 ns
* DP Wirelength at 5.05 mm
* VDD IR-drop max at roughly 0.85 mV
* Clock slew at reported path FFs at about 0.030 ns
* CTS buffer count at 3
* Largest net degree at the start of global routing at 38
* Yosys chip area at 1830 um^2
* Average wire per standard cell at roughly 20 um
* Worst path cell trace: buf_6 > buf_4 > buf_4 > and4bb_2 > and3_1 > o21ai_1 > nand4_1 > nor4_4 > a211oi_2
* Port Buffers at 9
* Crit. End Element: flop
* Residual DRC at 0
* Max H-tree Level at 1
* First DRT Iteration DRCs at 379
* Library cells used by synthesis at around 80
* First-pass GRT wire length at between 10 and 15 mm
* Startpoint Class: primary input
* Initial antenna violation count at 0
* Leak at roughly 1.1 nW
* Sink Count at 4
* Status: finished, violations left
* Die Wd at approximately 80 um
* Final core occ at 0.477
* Final Instance Area at roughly 2800 um^2
* Largest registers: state (4)
* Hold path startpoint: state[0]$_SDFFE_NP0P_
* Vias at ~2600
* Syn. warnings at 1
* Mapped cell area at approximately 1800 um^2
* M1 WL at around 3.5 mm
* CORE AREA at between 5000 and 6000 um^2
* Met3 WL at 733 um
* Tool warnings at 32
* Post-route ant nets at 0
* Yosys adder share at 0
* RSZ-0062 raised after global routing: yes
* Aoi share at 0.395
* Clock Tree Root: clkbuf_8
* Reg with most FFs: state
* Filler instances at 519
* Cells after Synth at 258
* Worst r2r src: state[3]$_SDFFE_NP0P_
* Slew headroom at 0.607
* Power per Cell Area at roughly 470 nW/um^2
* Total grt overflow at 0
* Largest register FFs at 4
* Async set or reset register ratio after synthesis at 0
* Crit path max-delay family: simple AND/OR/NAND/NOR gates
* CTS hold repair buffers at 0
* Max Used Layer: met4
* Worst min path class: reg -> reg
* Crit path from: X[3]
* Vias/cell at approximately 6.5
* Simple-Gate Area Share at 0.418
* Critical path's slowest cell: nor4_4
* Slew Limit Fails at 0
* Area grow syn2layout at 54.1%
* Post-DP Area at between 2000 and 2500 um^2
* CTS tree: yes
* Logic family by area: simple AND/OR/NAND/NOR gates
## layout by cell type, fill, tap and decap left out, types with 4 or more instances in the layout
master     Yosys  routed
buf_4         11      66
nor2_1        22      21
nand2_1       14      13
inv_1          8      11
buf_6          4       9
a21oi_1       15       8
o21ai_0       12       8
nand3_1        8       8
a21oi_2        0       7
nor2b_1        7       6
nor3_1         9       6
nand4b_1       5       5
o22ai_1        5       5
o21a_1         6       5
nand4bb_1      4       4
a31oi_1        4       4
nand3b_1       4       4
and3_1         4       4
o21ai_1        1       4
buf_12         0       4
dfxtp_2        0       4
## final cells by class
cell class	instances	area [um^2]	area share
clock buffers	3	41.3	0.0146
inverters	7	26.3	0.00930
well taps	75	93.8	0.0332
multi-input cells	215	1700	0.602
flip-flops and latches	4	85.1	0.0301
repair buffers	91	863	0.305
clock inverters	4	15.0	0.00531
## logic make-up after synthesis
group	Yosys count
simple gates	118
compound gates	94
buf+inv	39
flops	4
mux	2
xor+xnor	1
## cells in the mapped netlist (all sizes together), types with 3 or more instances
cell | instances | area share
nand2b | 4 | 0.015
o21ai | 14 | 0.040
a211o | 3 | 0.014
buf | 28 | 0.10
nand4b | 5 | 0.024
inv | 8 | 0.016
a311o | 3 | 0.016
nor2 | 24 | 0.052
or4b | 3 | 0.018
o211ai | 3 | 0.012
a2111oi | 3 | 0.014
nand4bb | 4 | 0.025
and3 | 5 | 0.020
dfxtp | 4 | 0.044
a31oi | 4 | 0.014
o2111ai | 4 | 0.019
a211oi | 3 | 0.019
o2bb2ai | 3 | 0.014
o32ai | 3 | 0.018
nand2 | 14 | 0.029
or3 | 3 | 0.010
a221oi | 3 | 0.014
o21a | 6 | 0.025
nand3b | 4 | 0.016
and4bb | 3 | 0.020
a21oi | 15 | 0.041
nor2b | 7 | 0.024
o22ai | 5 | 0.017
clkbuf | 3 | 0.0061
nand4 | 3 | 0.010
or3b | 4 | 0.019
nand3 | 9 | 0.027
o41ai | 3 | 0.018
nor3 | 9 | 0.025
nor4 | 5 | 0.020
## final timing paths
kind | to | slack (ns) | depth (start not counted)
worst max-delay path | state[1]$_SDFFE_NP0P_ | -0.40 | 9
worst min-delay path | state[0]$_SDFFE_NP0P_ | 0.78 | 3
worst max register to register | state[0]$_SDFFE_NP0P_ | 1.12 | 7
worst min register to register | state[0]$_SDFFE_NP0P_ | 0.78 | 3
## worst min-delay path: stages (launching register included)
cell and delay, ns:
dfxtp_2 0.30, buf_4 0.24, nand2_1 0.11, o22ai_1 0.08
## repair_timing
item | 4_1_cts | 5_1_grt
endpoints found under the setup margin | 8 | 5
cloned | 3 | 0
resized | 63 | 23
setup buffers | 20 | 0
pin swaps | 26 | 18
## per-stage QoR
stage / setup WS [ns] / instances
3_5_place_dp: -1.22 / 370
6_report: -0.397 / 399
5_1_grt: -0.453 / 399
2_1_floorplan: -0.299 / 258
4_1_cts: -0.429 / 399
3_3_place_gp: -1.23 / 370
## metal layers
layer	GRT usage	vias to the layer above
li1	-	1164
met1	0.393	1207
met2	0.390	171
met3	0.0473	37
met4	0.113	0
met5	0	-
## where the power goes
| part | leakage (nW) | internal (mW) | switching, mW |
|---|---|---|---|
| clock | 0.0429 | 0.0801 | 0.0373 |
| combinational | 1.05 | 0.465 | 0.663 |
| sequential | 0.0344 | 0.0704 | 0.00860 |
Power is estimated from default activity; no workload was simulated.
