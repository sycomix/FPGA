File: design/flow/config.mk
export PLATFORM = sky130hd
export DESIGN_NAME = ics
export DESIGN_NICKNAME = ics
export VERILOG_FILES = /design/flow/design.v
export SDC_FILE = /design/flow/constraint.sdc
export NUM_CORES = 4
export LEC_CHECK = 1
export CORE_UTILIZATION = 50
File: design/flow/constraint.sdc
current_design ics

set clk_period 4.3
set clk_io_pct 0.2

create_clock -name clk0 -period $clk_period [get_ports {TCK}]

set non_clock_inputs [all_inputs -no_clocks]
set_input_delay [expr $clk_period * $clk_io_pct] -clock clk0 $non_clock_inputs
set_output_delay [expr $clk_period * $clk_io_pct] -clock clk0 [all_outputs]
File: design/flow/design.v
module bypass
(
    input      TCK
,   input      TDI
,   input      SHIFTDR
,   output reg BYPASS_TDO
);
reg BYPASS;
always @(posedge TCK) begin
    if ( SHIFTDR ) begin
        BYPASS <= TDI;
    end
end
always @(negedge TCK) begin
    BYPASS_TDO <= BYPASS;
end
endmodule
module core_logic
(
    input           TCK
,   input  [3:0]    data_in
,   output [3:0]    data_out
);
assign data_out[0] = data_in[0] & data_in[1];
assign data_out[1] = data_in[0] | data_in[1];         
assign data_out[2] = data_in[2] & data_in[3];         
assign data_out[3] = data_in[2] | data_in[3];   
endmodule
module dr
(
    input            TCK
,   input            TDI
,   input            CAPTUREDR
,   input            SHIFTDR
,   input            UPDATEDR
,   output reg       ID_REG_TDO
,   output reg       USERCODE_REG_TDO
,   output reg       BSR_TDO
,   input            IDCODE_SELECT
,   input            SAMPLE_SELECT
,   input            EXTEST_SELECT
,   input            INTEST_SELECT
,   input            USERCODE_SELECT
,   input      [3:0] EXTEST_IO
,   input      [3:0] INTEST_CL
,   input      [3:0] CORE_LOGIC
,   output reg [9:0] BSR
,   input      [3:0] TUMBLERS
,   output     [7:0] UR_OUT
);
localparam LSB = 2'b01;
localparam PRELOAD_DATA = 8'h81;
reg [7:0] ID_REG = 8'hA1;
reg [7:0] ID_REG_COPY;
reg [7:0] USERCODE_REG = 8'h01;
always @(posedge TCK) begin
    if ( IDCODE_SELECT ) begin
        ID_REG_COPY <= SHIFTDR ? { TDI, ID_REG_COPY[7:1] } : ID_REG;
    end else
    if ( SAMPLE_SELECT ) begin 
        if ( CAPTUREDR ) begin
            BSR <= { PRELOAD_DATA, LSB };
        end
    end else
    if ( EXTEST_SELECT ) begin 
        if ( CAPTUREDR ) begin
            BSR <= { EXTEST_IO, TUMBLERS, LSB };
        end else
        if ( SHIFTDR ) begin
            BSR <= { TDI, BSR[9:1] };
         end         
    end else
    if ( INTEST_SELECT ) begin 
        if ( CAPTUREDR ) begin
            BSR <= { CORE_LOGIC, INTEST_CL, LSB };
        end else
        if ( SHIFTDR ) begin
            BSR <= { TDI, BSR[9:1] };
        end
    end else
    if ( USERCODE_SELECT ) begin
        if ( CAPTUREDR ) begin
            BSR <= { USERCODE_REG, LSB };
        end else
        if ( SHIFTDR ) begin
            BSR <= { TDI, BSR[9:1] };
        end else
        if ( UPDATEDR ) begin
            USERCODE_REG <= BSR[9:2];
        end
     end
end
always @(negedge TCK) BSR_TDO      <= BSR[0];
always @(negedge TCK) ID_REG_TDO   <= ID_REG_COPY[0];
assign UR_OUT = USERCODE_REG;
endmodule
`timescale 1ns / 1ps
module ics
(
    input            TMS        
,   input            TCK        
,   input            TDI        
,   output reg       TDO        
,   output           TMS_LA     
,   output           TCK_LA     
,   output           TDI_LA     
,   output           TDO_LA     
,   output     [3:0] state      
,   output     [7:0] LEDs       
,   input      [3:0] TUMBLERS   
);
reg [3:0] EXTEST_IO;
reg [3:0] INTEST_CL;
assign TMS_LA = TMS;
assign TCK_LA = TCK;
assign TDI_LA = TDI;
assign TDO_LA = TDO;
wire       CAPTUREIR;
wire       SHIFTIR;
wire       UPDATEIR;
wire       CAPTUREDR;
wire       SHIFTDR;
wire       UPDATEDR;
wire       TLR;
wire [3:0] LATCH_JTAG_IR;
wire       INSTR_TDO;
wire       ID_REG_TDO;
wire       BYPASS_TDO;
wire       BSR_TDO;
wire       IDCODE_SELECT;
wire       BYPASS_SELECT;
wire       SAMPLE_SELECT;
wire       EXTEST_SELECT;
wire       INTEST_SELECT;
wire       USERCODE_SELECT;
wire [9:0] BSR;
wire [3:0] CORE_LOGIC;
wire [7:0] UR_OUT;
tar_controller test_access_port
( 
  .TMS(TMS)
, .TCK(TCK)
, .state_out(state)
, .CAPTUREIR(CAPTUREIR)
, .SHIFTIR(SHIFTIR)
, .UPDATEIR(UPDATEIR)
, .CAPTUREDR(CAPTUREDR)
, .SHIFTDR(SHIFTDR)
, .UPDATEDR(UPDATEDR)
, .TLR(TLR)
);
ir instruction_register
(
  .TDI(TDI)
, .TCK(TCK)
, .TLR(TLR)
, .CAPTUREIR(CAPTUREIR)
, .SHIFTIR(SHIFTIR)
, .UPDATEIR(UPDATEIR)
, .INSTR_TDO(INSTR_TDO)
, .LATCH_JTAG_IR(LATCH_JTAG_IR)
);
state_decoder state_decoder_sample
(
  .LATCH_JTAG_IR(LATCH_JTAG_IR)
, .IDCODE_SELECT(IDCODE_SELECT)
, .BYPASS_SELECT(BYPASS_SELECT)
, .EXTEST_SELECT(EXTEST_SELECT)
, .SAMPLE_SELECT(SAMPLE_SELECT)
, .INTEST_SELECT(INTEST_SELECT)
, .USERCODE_SELECT(USERCODE_SELECT)
);
dr test_data_register
(
  .TCK(TCK)
, .TDI(TDI)
, .SHIFTDR(SHIFTDR)
, .CAPTUREDR(CAPTUREDR)
, .UPDATEDR(UPDATEDR)
, .IDCODE_SELECT(IDCODE_SELECT)
, .SAMPLE_SELECT(SAMPLE_SELECT)
, .EXTEST_SELECT(EXTEST_SELECT)
, .INTEST_SELECT(INTEST_SELECT)
, .USERCODE_SELECT(USERCODE_SELECT)
, .CORE_LOGIC(CORE_LOGIC)
, .ID_REG_TDO(ID_REG_TDO)
, .BSR_TDO(BSR_TDO)
, .BSR(BSR)
, .TUMBLERS(TUMBLERS)
, .EXTEST_IO(EXTEST_IO)
, .INTEST_CL(INTEST_CL)
, .UR_OUT(UR_OUT)
);
bypass bypass_tar
(
  .TCK(TCK)
, .TDI(TDI)
, .SHIFTDR(SHIFTDR)
, .BYPASS_TDO(BYPASS_TDO)
);
core_logic core_logic_inst
(
  .TCK(TCK)
, .data_in(INTEST_CL)
, .data_out(CORE_LOGIC)
);
always @(posedge TCK) begin
    if( UPDATEDR & SAMPLE_SELECT ) begin
        EXTEST_IO <= BSR[9:6];    
        INTEST_CL <= BSR[5:2];
    end else 
    if( UPDATEDR & EXTEST_SELECT ) begin
        EXTEST_IO <= BSR[9:6];
    end else
    if( UPDATEDR & INTEST_SELECT ) begin
        INTEST_CL <= BSR[5:2];
    end
end
localparam IDCODE   = 4'h7;
localparam BYPASS   = 4'hF;
localparam SAMPLE   = 4'h1;
localparam EXTEST   = 4'h2;
localparam INTEST   = 4'h3;
localparam USERCODE = 4'h8;
always @(posedge TCK) begin
    if ( SHIFTDR ) begin
        case(LATCH_JTAG_IR)
            IDCODE:     begin TDO <= ID_REG_TDO;       end
            BYPASS:     begin TDO <= BYPASS_TDO;       end
            SAMPLE:     begin TDO <= BSR_TDO;          end
            EXTEST:     begin TDO <= BSR_TDO;          end
            INTEST:     begin TDO <= BSR_TDO;          end
            USERCODE:   begin TDO <= BSR_TDO;          end
            default:    begin TDO <= ID_REG_TDO;       end
        endcase  
    end else
    if ( SHIFTIR ) begin
        TDO <= INSTR_TDO; 
    end
end
assign LEDs[0] = INTEST_SELECT ? INTEST_CL[0] : SAMPLE_SELECT ? EXTEST_IO[0] : TUMBLERS[0];
assign LEDs[1] = INTEST_SELECT ? INTEST_CL[1] : SAMPLE_SELECT ? EXTEST_IO[1] : TUMBLERS[1];
assign LEDs[2] = INTEST_SELECT ? INTEST_CL[2] : SAMPLE_SELECT ? EXTEST_IO[2] : TUMBLERS[2];
assign LEDs[3] = INTEST_SELECT ? INTEST_CL[3] : SAMPLE_SELECT ? EXTEST_IO[3] : TUMBLERS[3];
assign LEDs[4] = INTEST_SELECT ? CORE_LOGIC[0] : SAMPLE_SELECT ? INTEST_CL[0] : EXTEST_IO[0];
assign LEDs[5] = INTEST_SELECT ? CORE_LOGIC[1] : SAMPLE_SELECT ? INTEST_CL[1] : EXTEST_IO[1];
assign LEDs[6] = INTEST_SELECT ? CORE_LOGIC[2] : SAMPLE_SELECT ? INTEST_CL[2] : EXTEST_IO[2];
assign LEDs[7] = INTEST_SELECT ? CORE_LOGIC[3] : SAMPLE_SELECT ? INTEST_CL[3] : EXTEST_IO[3];
endmodule
module ir
(
    input            TDI
,   input            TCK
,   input            TLR
,   input            UPDATEIR
,   input            SHIFTIR
,   input            CAPTUREIR
,   output reg       INSTR_TDO
,   output reg [3:0] LATCH_JTAG_IR
);
localparam IDCODE   = 4'h7;
reg [3:0] JTAG_IR;
always @(posedge TCK) begin
    if( SHIFTIR ) JTAG_IR <= {TDI,JTAG_IR[3:1]};
end
always @(negedge TCK) begin
    INSTR_TDO <= JTAG_IR[0];
end
always @(posedge TCK) begin
    if ( TLR ) begin
        LATCH_JTAG_IR <= IDCODE;
    end else 
    if ( UPDATEIR ) begin
        LATCH_JTAG_IR <= JTAG_IR;
    end
end
endmodule
module state_decoder
(
    input      [3:0] LATCH_JTAG_IR
,   output reg       IDCODE_SELECT
,   output reg       BYPASS_SELECT
,   output reg       SAMPLE_SELECT
,   output reg       EXTEST_SELECT
,   output reg       INTEST_SELECT
,   output reg       USERCODE_SELECT
);
localparam IDCODE       = 4'h7;
localparam BYPASS       = 4'hF;
localparam SAMPLE       = 4'h1;
localparam EXTEST       = 4'h2;
localparam INTEST       = 4'h3;
localparam USERCODE     = 4'h8;
always @(LATCH_JTAG_IR) begin
     IDCODE_SELECT     <= 1'b0;
     BYPASS_SELECT     <= 1'b0;
     SAMPLE_SELECT     <= 1'b0;
     EXTEST_SELECT     <= 1'b0;
     INTEST_SELECT     <= 1'b0;
     USERCODE_SELECT   <= 1'b0;
    case(LATCH_JTAG_IR)
          IDCODE:     begin IDCODE_SELECT     <= 1'b1; end
          BYPASS:     begin BYPASS_SELECT     <= 1'b1; end
          SAMPLE:     begin SAMPLE_SELECT     <= 1'b1; end
          EXTEST:     begin EXTEST_SELECT     <= 1'b1; end
          INTEST:     begin INTEST_SELECT     <= 1'b1; end
          USERCODE:   begin USERCODE_SELECT   <= 1'b1; end
          default:    begin IDCODE_SELECT     <= 1'b1; end
    endcase
end
endmodule
module tar_controller
(
    input            TMS
,   input            TCK
,   output     [3:0] state_out
,   output reg       CAPTUREIR
,   output reg       SHIFTIR
,   output reg       UPDATEIR
,   output reg       CAPTUREDR
,   output reg       SHIFTDR
,   output reg       UPDATEDR
,   output reg       TLR
);
reg [3:0] state;
localparam STATE_TEST_LOGIC_RESET = 4'hF;  
localparam STATE_RUN_TEST_IDLE    = 4'hC;  
localparam STATE_SELECT_DR_SCAN   = 4'h7;  
localparam STATE_CAPTURE_DR       = 4'h6;  
localparam STATE_SHIFT_DR         = 4'h2;  
localparam STATE_EXIT1_DR         = 4'h1;  
localparam STATE_PAUSE_DR         = 4'h3;  
localparam STATE_EXIT2_DR         = 4'h0;  
localparam STATE_UPDATE_DR        = 4'h5;  
localparam STATE_SELECT_IR_SCAN   = 4'h4;  
localparam STATE_CAPTURE_IR       = 4'hE;  
localparam STATE_SHIFT_IR         = 4'hA;  
localparam STATE_EXIT1_IR         = 4'h9;  
localparam STATE_PAUSE_IR         = 4'hB;  
localparam STATE_EXIT2_IR         = 4'h8;  
localparam STATE_UPDATE_IR        = 4'hD;  
always @(posedge TCK) begin
    case(state)
        STATE_TEST_LOGIC_RESET: begin
            if (TMS) begin state <= STATE_TEST_LOGIC_RESET; end
            else     begin state <= STATE_RUN_TEST_IDLE;    end 
        end
        STATE_RUN_TEST_IDLE: begin
            if (TMS) begin state <= STATE_SELECT_DR_SCAN;   end
            else     begin state <= STATE_RUN_TEST_IDLE;    end 
        end
        STATE_SELECT_DR_SCAN: begin
            if (TMS) begin state <= STATE_SELECT_IR_SCAN;   end
            else     begin state <= STATE_CAPTURE_DR;       end 
        end
        STATE_CAPTURE_DR: begin
            if (TMS) begin state <= STATE_EXIT1_DR;         end
            else     begin state <= STATE_SHIFT_DR;         end
        end
        STATE_SHIFT_DR: begin
            if (TMS) begin state <= STATE_EXIT1_DR;         end
            else     begin state <= STATE_SHIFT_DR;         end
        end
        STATE_EXIT1_DR: begin
            if (TMS) begin state <= STATE_UPDATE_DR;        end
            else     begin state <= STATE_PAUSE_DR;         end
        end
        STATE_PAUSE_DR: begin
            if (TMS) begin state <= STATE_EXIT2_DR;         end
            else     begin state <= STATE_PAUSE_DR;         end
        end
        STATE_EXIT2_DR: begin
            if (TMS) begin state <= STATE_UPDATE_DR;        end
            else     begin state <= STATE_SHIFT_DR;         end
        end
        STATE_UPDATE_DR: begin
            if (TMS) begin state <= STATE_SELECT_DR_SCAN;   end
            else     begin state <= STATE_RUN_TEST_IDLE;    end
        end
        STATE_SELECT_IR_SCAN: begin
            if (TMS) begin state <= STATE_TEST_LOGIC_RESET; end
            else     begin state <= STATE_CAPTURE_IR;       end 
        end
        STATE_CAPTURE_IR: begin
            if (TMS) begin state <= STATE_EXIT1_IR;         end
            else     begin state <= STATE_SHIFT_IR;         end
        end
        STATE_SHIFT_IR: begin
            if (TMS) begin state <= STATE_EXIT1_IR;         end
            else     begin state <= STATE_SHIFT_IR;         end
        end
        STATE_EXIT1_IR: begin
            if (TMS) begin state <= STATE_UPDATE_IR;        end
            else     begin state <= STATE_PAUSE_IR;         end
        end
        STATE_PAUSE_IR: begin
            if (TMS) begin state <= STATE_EXIT2_IR;         end
            else     begin state <= STATE_PAUSE_IR;         end
        end
        STATE_EXIT2_IR: begin
            if (TMS) begin state <= STATE_UPDATE_IR;        end
            else     begin state <= STATE_SHIFT_IR;         end
        end
        STATE_UPDATE_IR: begin
            if (TMS) begin state <= STATE_SELECT_DR_SCAN;   end
            else     begin state <= STATE_RUN_TEST_IDLE;    end
        end
        default:           state <= STATE_TEST_LOGIC_RESET;
    endcase
end
always @(negedge TCK) begin
    UPDATEIR       <= 1'b0;
    SHIFTIR        <= 1'b0;
    UPDATEDR       <= 1'b0;
    SHIFTDR        <= 1'b0;
    CAPTUREIR      <= 1'b0;
    CAPTUREDR      <= 1'b0;
    TLR            <= 1'b0;
    case(state)
        STATE_UPDATE_IR:        begin UPDATEIR        <= 1'b1; end
        STATE_SHIFT_IR:         begin SHIFTIR         <= 1'b1; end
        STATE_UPDATE_DR:        begin UPDATEDR        <= 1'b1; end
        STATE_SHIFT_DR:         begin SHIFTDR         <= 1'b1; end
        STATE_CAPTURE_DR:       begin CAPTUREDR       <= 1'b1; end
        STATE_CAPTURE_IR:       begin CAPTUREIR       <= 1'b1; end
        STATE_TEST_LOGIC_RESET: begin TLR             <= 1'b1; end
    endcase
end
assign state_out = state;
endmodule
File: design/flow/run.sh
#!/bin/bash
# OpenROAD 26Q1-2900-gdf79404cd8, Yosys 0.63+post, stock flow scripts
make -C /OpenROAD-flow-scripts/flow DESIGN_CONFIG=/design/flow/config.mk WORK_HOME=/design/flow/orfs finish
==> out/qor.csv <==
metric,value,unit
status,"complete, no violations",
post-synth cell types,43,
WP data arrival,3.98,ns
Critical Path End,test_data_register.USERCODE_REG[2],
fp_density,53.51,%
Worst Slack Setup Final,0.4655,ns
Cell Rows,25,
vias in the first global route,1704,
CP max FO,15,
Die Wd,74.27,um
Max Cap Violations,0,
Critical path buffers and inverters,1,
drt first-iter violations,171,
Congestion Overflow GR,0,
yosys synthesis chip area,2611,um^2
Yosys warning count,6,
AO/OA Area Share,14.33,%
vias,1829,
"top cells by count, synth","40 x edfxtp_1, 20 x nand2_1, 18 x dfxtp_1, 16 x mux2i_1, 16 x o21ai_0",
largest net degree at the start of global routing,22,
reg2reg start,test_access_port.SHIFTDR,
Lkg Pwr,1.204,nW
"Reg clk slew, reported paths",0.06,ns
"Avg Cell Area, Syn",11.35,um^2
crit path launch,test_access_port.SHIFTDR,
Synth Cell Area,2611,um^2
"top cells, area","edfxtp_1 46%, dfxtp_1 14%, mux2i_1 6.1%, o21ai_0 3.1%, nand2_1 2.9%",
fin cells,334,
crit-path max cell delay,0.52,ns
"mux frac, synth",6.564,%
initial antenna violation count,0,
clock latency (worst-skew pair),0.49,ns
Sum Neg Setup Slack,0,ns
Top logic family,AND-OR/OR-AND gates,
crit-path cells,or3_1 -> nor3_1 -> buf_4,
Worst Tran Pin Value,0.8473,ns
Synth area leader,edfxtp_1,
"delay-heaviest family, CP",simple AND/OR/NAND/NOR gates,
global-route wire length before repair,8.135,mm
routed len/inst,15.36,um
"Hold-fix buffers, CTS",0,
HP Class,flop to flop,
RSZ-0062 raised after global routing,false,
XORs/XNORs by Area,0.3354,%
adder share,0,%
Post-CTS Setup Inserts,0,
number of enable flip-flop cells,40,
Hold WS,0.4538,ns
Crit. End Element,flop,
Worst path depth,3,
antenna fix cells,0,
Fin. Hold Viols,0,
post-DR vias/cell,5.476,
Tot GR Track Use,20.89,%
Simple-Gate Area Share,13.94,%
Detailed Place HPWL,3.475,mm
worst vdd ir,0.3987,mV
Startpoint Class,flop,
placed cell count,306,
Pwr Density,657.2,nW/um^2
CTS tree,yes,
Max Clock Skew,0.05810,ns
Worst Reg-to-Reg Cells,3,
Core Box Area,4880,um^2
flop2flop setup slack,0.47,ns
FILL cells,378,
Routed Antenna Nets,0,
DRT Pass-1 Iters,4,
Final setup viols,0,
"Req. time, crit path",4.44,ns
number of synthesized register bits,58,
ys async rst share,0,%
most frequent cell after synthesis,edfxtp_1,
DR DRC count,0,
Area leader share,46.00,%
GPL Wtd Cong,0.8761,
Synth Seq Share,59.80,%
max-slew violations,0,
yosys cell count,230,
detailed-route wire length,5.129,mm
OpenROAD warnings,27,
Die H,74.27,um
layout cells sized above 1,10.49,%
area grow syn2layout,19.02,%
Worst R2R End,test_data_register.USERCODE_REG[2],
Synth Instances,230,
"Worst Path Class, Setup",flop to flop,
chip area,5515,um^2
DP Worst Slack,0.5376,ns
number of port buffers,23,
"Top FF cell, synth",edfxtp_1,
# IOs,24,
CP max stage cell,dfxtp_1,
post_cts resized,0,
Rel. slew slack,43.44,%
==> layout make-up <==
type	instances	area [um^2]	area share (%)
sequential	58	1562	50.24
multi-input combinational	145	918.4	29.55
timing repair buffer	27	257.7	8.293
clock buffer	14	178.9	5.757
tap	67	83.83	2.697
clock inverter	16	81.33	2.617
inverter	7	26.28	0.8454
==> metrics by stage <==
| step | util (%) | total power [mW] | area (um^2) |
|---|---|---|---|
| 5_1_grt | 63.69 | 2.180 | 3108 |
| 3_5_place_dp | 58.64 | 1.521 | 2861 |
| 4_1_cts | 63.69 | 2.051 | 3108 |
| 6_report | 63.69 | 2.043 | 3108 |
| 3_3_place_gp | 58.64 | 1.510 | 2861 |
| 2_1_floorplan | - | 1.325 | 2611 |
==> cells by family after synthesis <==
| kind of cell | Yosys count |
|---|---|
| compound gates | 56 |
| xor+xnor | 1 |
| buf+inv | 27 |
| flops | 58 |
| mux | 17 |
| simple gates | 71 |
==> report_power, final <==
group / internal [mW] / total, mW / leakage [nW] / switching (mW)
combinational: 0.288 / 0.532 / 0.511 / 0.244
sequential: 0.776 / 0.960 / 0.519 / 0.184
clock: 0.318 / 0.551 / 0.174 / 0.232
total: 1.38 / 2.04 / 1.20 / 0.660
==> metal layers <==
metal | track usage [%] | part of all wire (%) | routed length, um | up-vias
met3 | 8.242 | 7.3 | 374 | 7
met2 | 29.39 | 43 | 2217 | 56
met5 | 0 | 0 | 0 | -
met4 | 3.983 | 1.2 | 63 | 0
li1 | - | - | - | 901
met1 | 33.11 | 48 | 2472 | 865
==> registers in the layout, summed over array words and instances, names as in the netlist, 4 cells and up <==
register / cells
instruction_register.LATCH_JTAG_IR: 4
test_data_register.BSR: 10
instruction_register.JTAG_IR: 4
INTEST_CL: 4
EXTEST_IO: 4
test_access_port.state: 4
test_data_register.USERCODE_REG: 8
test_data_register.ID_REG_COPY: 8
==> cells in the final DEF (no fill, tap or decap), drive strengths merged, types with 3 or more instances in the layout <==
master	instances
edfxtp	40
clkdlybuf4s50	23
nand2	20
dfxtp	18
inv	18
o21ai	16
mux2i	16
nor2	13
clkbuf	13
a21oi	10
nand3	7
nand2b	6
a211oi	6
nor2b	5
and2	5
buf	5
a211o	4
o22ai	4
nor3b	3
nor3	3
clkinv	3
==> worst reg2reg max path, stage by stage, from the launching register on <==
cell and delay (ns):
dfxtp_1 0.52, or3_1 0.45, nor3_1 0.18, buf_4 0.21
==> worst min path at each step <==
stage	start	end	slack, ns	cells after the start
6_report	instruction_register.JTAG_IR[1]	instruction_register.JTAG_IR[0]	0.45	0
5_1_grt	instruction_register.JTAG_IR[1]	instruction_register.JTAG_IR[0]	0.46	0
4_1_cts	instruction_register.JTAG_IR[3]	instruction_register.JTAG_IR[2]	0.45	0
Power is estimated from default activity; no workload was simulated.
